==> config.mk <==
export PLATFORM = sky130hd
export DESIGN_NAME = debounce_chu
export DESIGN_NICKNAME = debounce_chu
export VERILOG_FILES = /design/flow/design.v
export SDC_FILE = /design/flow/constraint.sdc
export NUM_CORES = 4
export LEC_CHECK = 1
export CORE_UTILIZATION = 30
==> constraint.sdc <==
current_design debounce_chu

set clk_period 7.7
set clk_io_pct 0.2

create_clock -name clk0 -period $clk_period [get_ports {clk}]

set non_clock_inputs [all_inputs -no_clocks]
set_input_delay [expr $clk_period * $clk_io_pct] -clock clk0 $non_clock_inputs
set_output_delay [expr $clk_period * $clk_io_pct] -clock clk0 [all_outputs]
==> design.v <==
`timescale 1ns / 1ps
module debounce_chu(
	input clk,
	input reset,
	input sw,
	output reg db_level, db_tick
	);
	parameter [1:0] 
				zero  = 2'b00,
				wait0 = 2'b01,
				one   = 2'b10,
				wait1 = 2'b11;
	parameter N = 21;
	reg [N-1:0] q_reg, q_next;
	reg [1:0] state_reg, state_next;
	always @(posedge clk or posedge reset)
		if(reset)
			begin
				state_reg <= zero;
				q_reg <= 0;
			end
		else
			begin
				state_reg <= state_next;
				q_reg <= q_next;
			end
	always @*
	begin
		state_next = state_reg;
		q_next = q_reg;
		db_tick = 1'b0;
		case(state_reg)
			zero : 
				begin
					db_level = 1'b0;
					if(sw)
						begin
							state_next = wait1;
							q_next = {N{1'b1}};	 
						end
				end
			wait1 :
				begin
					db_level = 1'b0;
					if(sw)
						begin
							q_next = q_reg - 1;
							if(q_next == 0)
								begin
									state_next = one;
									db_tick = 1'b1;
								end
						end
					else	 
						state_next = zero;
				end
			one :
				begin
					db_level = 1'b1;
					if(~sw)
						begin
							state_next = wait0;
							q_next = {N{1'b1}};		 
						end
				end		
			wait0 :
				begin
					db_level = 1'b1;
					if(~sw)
						begin
							q_next = q_reg - 1;
							if(q_next == 0)
								state_next = zero;
						end
					else 	 
						state_next = one;
				end
			default : state_next = zero;
		endcase
	end
endmodule
==> run.sh <==
#!/bin/bash
# OpenROAD 26Q1-2900-gdf79404cd8, Yosys 0.63+post, stock flow scripts
make -C /OpenROAD-flow-scripts/flow DESIGN_CONFIG=/design/flow/config.mk WORK_HOME=/design/flow/orfs finish
==> impl_metrics.json <==
{
  "syn_to_final_growth_pct": 8.52,
  "grt_overflow_total": 0,
  "power_mw": 0.251,
  "max_stage_delay_ps": 550,
  "antenna_cells": 0,
  "ys_seq_share_pct": 39.9,
  "p_leak_nw": 0.547,
  "worstPathCellList": "inv_1 -> ha_1 -> nor3b_1 -> nand4_1 -> nor2_1 -> xor2_1 -> nor4b_1 -> clkdlybuf4s50_1",
  "fp_util_pct": 32.2,
  "drt_iter0_markers": 100,
  "period_used_pct": 61.1,
  "critPathKind": "reg -> out",
  "hold_path_depth": 1,
  "worst_setup_path_end_kind": "output port",
  "lay_top_cells": "dfrtp_1 (24), nor2_1 (23), o21ai_0 (19), a21oi_1 (17), nand2_1 (12)",
  "cts_resized": 0,
  "drc": 0,
  "drive_gt1_share_pct": 8.29,
  "met1Wirelength_mm": 1.71,
  "worstMarginPinSlew_ps": 763,
  "core_area_sq_um": 4880,
  "via_count": 1309,
  "first_pass_iters": 4,
  "ys.flops": 25,
  "crit_family": "simple AND/OR/NAND/NOR gates",
  "ios": 5,
  "final_cells": 248,
  "grt_max_degree": 26,
  "slew-limit-headroom_pct": 48.9,
  "async_flop_share_pct": 100,
  "dp.cells": 244,
  "timing.setup.tns_ps": 0,
  "hold_class": "reg -> reg",
  "p_per_area_nw_per_um2": 147,
  "cp.depth": 8,
  "wl_mm": 3.24,
  "worstPathRequired_ps": 6160,
  "grt_pass1_wl_mm": 5.73,
  "top_layer_used": "met4",
  "cts_made_buffers": 3,
  "die_w_microns": 74.4,
  "clock_latency_ps": 270,
  "syn_area_sq_um": 1570,
  "synth_cell_type_count": 44,
  "clock.fmax_ghz": 0.212,
  "gp_congestion": 0.848,
  "detail-route-antenna-nets": 0,
  "wl_per_cell_microns": 13.0,
  "std_cell_rows": 25,
  "rsz0062_at_grt": "no",
  "peakVddDrop_mv": 0.0714,
  "timing.final.crit_period_ps": 4710,
  "via_per_inst": 5.28,
  "reg2reg_depth": 7,
  "crit_path_top_delay_cell": "nor3b_1",
  "root_buffer": "clkbuf_8",
  "grt_pass1_vias": 1220,
  "dieHeight_microns": 74.4,
  "cts_sinks": 25,
  "dieArea_sq_um": 5530,
  "ys_area_sq_um": 1570,
  "worstPathArrival_ps": 3170,
  "post-cts-setup-buffers": 0,
  "antenna_found_initial": 0,
  "flop_cell": "dfrtp_1",
  "crit_fanout": 7,
  "hold_buffers": 0,
  "largest_reg_flops": 21,
  "layout_top_cell": "dfrtp_1",
  "clk_pin_slew_worst_paths_ps": 90,
  "hold_viol_final": 0,
  "wl_met3_microns": 97,
  "io_buffer_count": 4,
  "hpwl_mm": 2.17,
  "clk_path_buf_depth": 2,
  "yosysWarnings": 1,
  "drv_slew": 0,
  "enable_flop_cells": 0,
  "htreeDepth": 1,
  "setup_violations": 0,
  "syn-instance-count": 181,
  "status": "completed",
  "cts_tree": "done",
  "finClkSkew_ps": 5.34,
  "max-cap-violations": 0,
  "tool_warnings": 26,
  "syn_avg_cell_area_sq_um": 8.68,
  "cp-start-kind": "flip-flop",
  "grt_use_total_pct": 13.5,
  "ys_cells": 181,
  "path_buffers": 2,
  "met2_length_mm": 1.41
}
-- worst reg2reg max path, stage by stage, from the launching register on --
cell and delay (ps):
dfrtp_1 460, inv_1 130, ha_1 280, nor3b_1 550, nand4_1 320, nor2_1 250
xor2_1 330, o31ai_1 130
-- cells in the mapped netlist, drive strengths merged (2+ instances only) --
library cell / n / area, sq um
a32o: 2 / 20.0
dfrtp: 24 / 601
nor2b: 2 / 12.5
nand2: 12 / 45.0
ha: 2 / 25.0
clkbuf: 7 / 26.3
nor4b: 2 / 17.5
inv: 6 / 22.5
nor3b: 2 / 15.0
a31oi: 2 / 12.5
nand3b: 2 / 15.0
buf: 2 / 16.3
nand2b: 2 / 12.5
nor2: 23 / 86.3
nor4: 7 / 80.1
or2: 3 / 18.8
nand3: 2 / 10.0
o31a: 2 / 17.5
xor2: 4 / 35.0
or3: 4 / 25.0
o21ai: 19 / 95.1
a21oi: 17 / 85.1
o41ai: 2 / 17.5
xnor2: 2 / 17.5
or4: 3 / 26.3
nor3: 9 / 45.0
nand4: 5 / 46.3
-- worst paths after layout --
check | from | to | slack [ps]
hold / removal | q_reg[17] | q_reg[17] | 520
min in group asynchronous | reset | state_reg[1] | 1610
setup reg to reg | q_reg[1] | state_reg[1] | 5130
max in group asynchronous | reset | state_reg[0] | 5790
hold reg to reg | q_reg[17] | q_reg[17] | 520
setup / recovery | q_reg[1] | db_tick | 2990
-- layout make-up --
| cell class | instances | area [sq um] |
|---|---|---|
| clock buffer | 4 | 45.0 |
| fill | 520 | 3170 |
| inverter | 6 | 22.5 |
| multi-input combinational | 141 | 880 |
| sequential | 25 | 627 |
| tap | 67 | 83.8 |
| timing repair buffer | 5 | 47.5 |
-- power by group --
group,internal [mW],leakage (nW),total [mW],switching (mW)
combinational,0.00972,0.284,0.0272,0.0175
clock,0.0370,0.0228,0.0777,0.0408
sequential,0.137,0.240,0.146,0.00898
-- through the flow --
step | setup slack, ps | area (sq um) | util, % | hold slack [ps]
2_1_floorplan | 4140 | 1570 | - | 472
3_3_place_gp | 3130 | 1660 | 34.0 | 508
3_5_place_dp | 3110 | 1660 | 34.0 | 505
4_1_cts | 2940 | 1710 | 34.9 | 521
5_1_grt | 2670 | 1710 | 34.9 | 583
6_report | 2990 | 1710 | 34.9 | 517
-- per-layer routing --
layer | vias to the layer above | track usage [%]
met5 | - | 0
met3 | 2 | 2.47
met4 | 0 | 2.52
li1 | 676 | -
met1 | 614 | 20.8
met2 | 17 | 20.5
-- logic make-up (layout without fill, tap and decap cells) --
kind of cell               Yosys count  count (layout)  synth area share (%)
adders and majority gates            2               2                  1.59
DFF                                 25              25                  39.9
and+or+nand+nor                     79              79                  29.6
AOI/OAI and AO/OA                   54              54                  21.4
xor gates and xnor gates             6               6                  3.34
buffers and inverters               15              15                  4.14
Power figures rest on the tool's default switching activity, not on a simulated workload.
