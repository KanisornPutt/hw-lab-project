File: /design/flow/config.mk
export PLATFORM = sky130hd
export DESIGN_NAME = display7Seqment
export DESIGN_NICKNAME = display7Seqment
export VERILOG_FILES = /design/flow/design.v
export SDC_FILE = /design/flow/constraint.sdc
export NUM_CORES = 4
export LEC_CHECK = 1
export CORE_AREA = 10 10 70 70
export DIE_AREA = 0 0 80 80
File: /design/flow/constraint.sdc
current_design display7Seqment

set clk_period 2.4
set clk_io_pct 0.2

create_clock -name clk0 -period $clk_period [get_ports {clk}]

set non_clock_inputs [all_inputs -no_clocks]
set_input_delay [expr $clk_period * $clk_io_pct] -clock clk0 $non_clock_inputs
set_output_delay [expr $clk_period * $clk_io_pct] -clock clk0 [all_outputs]
File: /design/flow/design.v
`timescale 1ns / 1ps
module display7Seqment(
    output [6:0] seg,
    output dp, an0, an1, an2, an3,
    input [3:0] num0,
    input [3:0] num1,
    input [3:0] num2,
    input [3:0] num3,
    input clk
    );
reg [1:0] ns;
reg [1:0] ps;
reg [3:0] dispEn;    
reg [3:0] hexIn;
wire [6:0] segments;
assign seg = segments; 
hexTo7Segment segDecode(segments, hexIn);
assign dp = 1;
assign {an3, an2, an1, an0} = ~dispEn;
always @(posedge clk) 
begin 
    ps = ns;
end
always  @(ps)
begin 
    ns = ps + 1;
end
always @(ps)
begin
    case(ps)
        2'b00: dispEn=4'b0001;
        2'b01: dispEn=4'b0010;
        2'b10: dispEn=4'b0100;
        2'b11: dispEn=4'b1000;
    endcase
end
always @(ps)
begin
    case(ps)
        2'b00: hexIn=num0;
        2'b01: hexIn=num1;
        2'b10: hexIn=num2;
        2'b11: hexIn=num3;
    endcase    
end
endmodule
`timescale 1ns / 1ps
module hexTo7Segment(
output [6:0] segments,
input [3:0] hex
    );
    reg [6:0] segments;
    always @(hex)
      case (hex)
          4'b0001 : segments = 7'b1111001;    
          4'b0010 : segments = 7'b0100100;    
          4'b0011 : segments = 7'b0110000;    
          4'b0100 : segments = 7'b0011001;    
          4'b0101 : segments = 7'b0010010;    
          4'b0110 : segments = 7'b0000010;    
          4'b0111 : segments = 7'b1111000;    
          4'b1000 : segments = 7'b0000000;    
          4'b1001 : segments = 7'b0010000;    
          4'b1010 : segments = 7'b0001000;    
          4'b1011 : segments = 7'b0000011;    
          4'b1100 : segments = 7'b1000110;    
          4'b1101 : segments = 7'b0100001;    
          4'b1110 : segments = 7'b0000110;    
          4'b1111 : segments = 7'b0001110;    
          default : segments = 7'b1000000;    
      endcase
endmodule
File: /design/flow/run.sh
#!/bin/bash
# OpenROAD 26Q1-2900-gdf79404cd8, Yosys 0.63+post, stock flow scripts
make -C /OpenROAD-flow-scripts/flow DESIGN_CONFIG=/design/flow/config.mk WORK_HOME=/design/flow/orfs finish
==> flow_metrics.tcl <==
# metrics dict for downstream scripts
set metrics [dict create \
    status "finished with violations" \
    violations "negative setup slack" \
    hpwl_mm 1.33 \
    rows 21 \
    drt-wirelength-per-cell_um 11.5 \
    drc 0 \
    fin_cells 158 \
    cts_buffers 3 \
    grtUsageTotal_pct 5.64 \
    synth-seq-cells 2 \
    clock.latency.late_pin_ps 220 \
    start_kind "primary input" \
    place_area_um2 910 \
    wl_mm 1.82 \
    netlist_instances 59 \
    drive_above_1_share_pct 58.0 \
    grt_overflow 0 \
    ys_seq_share_pct 8.14 \
    die_h_um 80 \
    fin_ws_ps -226 \
    drt_pass1_iterations 4 \
    syn_avg_cell_area_um2 8.33 \
    path_class "in -> out" \
    synth_area_leader_cell "ha_1" \
    io_pins 29 \
    holdCritPathClass "reg -> reg" \
    critPathArrivalTime_ps 2150 \
    yosys_area_um2 492 \
    setup_viol 7 \
    clk_pin_slew_ps 30 \
    worstSetupEndpointType "output port" \
    max_freq_ghz 0.381 \
    gp_congestion 0.732 \
    power.total_uw 194 \
    clock_sinks 2 \
    hold_violations 0 \
    synthTopCellsByArea "ha_1, mux2i_1, inv_1, dfxtp_1, a222oi_1" \
    ir_drop_mv 0.131 \
    dpl.cell_count 144 \
    ys_cells 59 \
    portBuffers 27 \
    cp_max_fo 2 \
    area_growth_pct 135 \
    synth_top_area_share_pct 25.4 \
    initial_core_util_pct 14.4 \
    synth_cell_types 23 \
    grt_pass1_vias 703 \
    root_buffer "clkbuf_4" \
    largest_register_ff_count 2 \
    cts_tree "built" \
    grt_max_degree 6 \
    synth_area_um2 492 \
    yosys_warnings 2 \
    drt_iter0_drc 19 \
    drv_cap 0 \
    clock_path_buffers 2 \
    ant_nets 0 \
    p_leak_nw 0.536 \
    fin_skew_ps 0.940 \
    dieArea_um2 6400 \
    pwr_density_cell_nw_per_um2 168 \
    cp_data_required_time_ps 1920 \
    core_um2 3420 \
    post-route-min-period_ps 2630 \
    layout_top_cells "buf_4, clkdlybuf4s50_1, ha_4" \
    final_common_cell "buf_4" \
    grt_pass1_wl_mm 3.04 \
    antenna_found_initial 0 \
    htreeDepth 1 \
    fp.dieW_um 80 \
    vias 604 \
    rsz0062_at_grt "true" \
    via_per_inst 3.82 \
    finalMaxSlewViolations 0 \
    period_used_pct 109 \
    tool_warnings 35 \
    final_area_um2 1150 \
    insertedDiodeCount 0 \
    cts_hold_buffers 0 \
]
path summary, 6_finish.rpt:
kind              cells after the start  slack (ps)       endpoint          start
setup / recovery                      7        -230         seg[0]        num2[2]
hold / removal                        1         460  ps[0]$_DFF_P_  ps[0]$_DFF_P_
setup reg to reg                      2        1580  ps[1]$_DFF_P_  ps[0]$_DFF_P_
hold reg to reg                       1         460  ps[0]$_DFF_P_  ps[0]$_DFF_P_
synth_stat cells, drive strengths merged:
| master | n |
|---|---|
| mux2i | 9 |
| a22oi | 1 |
| nor2b | 1 |
| inv | 12 |
| buf | 2 |
| nand2 | 4 |
| or3 | 1 |
| a221o | 1 |
| a222oi | 3 |
| xnor2 | 1 |
| a21oi | 1 |
| mux2 | 2 |
| dfxtp | 2 |
| nor2 | 1 |
| or2 | 1 |
| o22ai | 4 |
| o21ai | 1 |
| and3 | 1 |
| ha | 10 |
| conb | 1 |
kinds of logic (layout without fill, tap and decap cells):
| family | count (synthesis) | count (layout) | synth area share, % |
|---|---|---|---|
| XOR/XNOR | 1 | 1 | 1.78 |
| flip-flops | 2 | 2 | 8.14 |
| AND/OR/NAND/NOR | 9 | 9 | 9.67 |
| multiplexers | 11 | 11 | 23.7 |
| other | 1 | 1 | 0.763 |
| buffers and inverters | 14 | 67 | 13.0 |
| adder cells (fa/ha/maj) | 10 | 10 | 25.4 |
| AND-OR/OR-AND | 11 | 11 | 17.6 |
through the flow:
| step | util [%] | TNS (ps) | worst slack, ps | hold slack, ps |
|---|---|---|---|---|
| floorplan | - | 0 | 59.2 | 420 |
| global placement | 26.6 | -4330 | -640 | 431 |
| detailed placement | 26.6 | -4360 | -649 | 451 |
| CTS | 32.5 | -1330 | -231 | 460 |
| global route | 33.8 | -1980 | -313 | 473 |
| finish | 33.8 | -1250 | -226 | 463 |
final cells by class:
cell class              instances  area, um2
clock buffers                   3       22.5
fillers                       354       2260
inverters                      12       52.6
multi-input cells              43        534
flip-flops and latches          2       47.5
well taps                      46       57.6
repair buffers                 52        440
critical path, cell delays in order:
cell and delay [ps]:
clkdlybuf4s50_1 400, a222oi_1 360, mux2i_1 200, buf_4 190, xnor2_1 110, a221o_1 280
buf_2 110
repair_timing:
action | CTS | global route
setup endpoints to repair | 7 | 7
setup buffers | 11 | 0
pin swaps | 16 | 8
gates resized | 63 | 9
power breakdown:
group	switching (mW)	leakage (nW)	internal (mW)	total (mW)
clock	0.0191	0.0138	0.0552	0.0743
sequential	0	0.0177	0.0312	0.0312
combinational	0.0334	0.504	0.0555	0.0889
metal layers:
layer  GRT usage, %  part of all wire, %
met5              0                    0
met4          0.528                    0
met3           3.30                   11
met2           8.43                   42
met1           7.09                   47
Power and IR drop assume default switching activity.
